**run.sh**
```bash
#!/bin/bash
# OpenROAD 26Q1-2900-gdf79404cd8, Yosys 0.63+post, stock flow scripts
make -C /OpenROAD-flow-scripts/flow DESIGN_CONFIG=/design/flow/config.mk WORK_HOME=/design/flow/orfs finish
```
**config.mk**
```make
export PLATFORM = sky130hd
export DESIGN_NAME = fir4c_fig11_42
export DESIGN_NICKNAME = fir4c_fig11_42
export VERILOG_FILES = /design/flow/design.v
export SDC_FILE = /design/flow/constraint.sdc
export NUM_CORES = 4
export LEC_CHECK = 1
export CORE_UTILIZATION = 50
```
**constraint.sdc**
```tcl
current_design fir4c_fig11_42

set clk_period 5.5
set clk_io_pct 0.2

create_clock -name clk0 -period $clk_period [get_ports {clk}]

set non_clock_inputs [all_inputs -no_clocks]
set_input_delay [expr $clk_period * $clk_io_pct] -clock clk0 $non_clock_inputs
set_output_delay [expr $clk_period * $clk_io_pct] -clock clk0 [all_outputs]
```
**design.v**
```verilog
module fir4c_fig11_42 #(parameter w=16)(
  input                       clk, 
                              reset,
  input        [w-1:0] a, 		 
  output logic [w+1:0] s);		 
  logic        signed [w-1:0] ar, br, cr, dr;
  logic         [w-1:0] csa4_s;    
  logic         [w  :0] csa4_c;
  logic         [w  :0] csa5_s;    
  logic         [w+1:0] csa5_c;
  logic         [w+1:0] sum;	   
  always_comb begin
    csa4_c[0] = 0;                 
    csa5_c[0] = 0; 
    for(int i=0; i<w; i++)
      {csa4_c[i+1],csa4_s[i]} = ar[i]+br[i]+cr[i];
    for(int i=0; i<w; i++)
      {csa5_c[i+1],csa5_s[i]} = csa4_c[i]+csa4_s[i]+dr[i];
    csa5_s[w] = csa4_c[w];	       
    csa5_c[w+1] = 0;
    sum = csa5_c + csa5_s;         
  end
  always_ff @(posedge clk)			 
    if(reset) begin					 
	  ar <= 'b0;
	  br <= 'b0;
	  cr <= 'b0;
	  dr <= 'b0;
	  s  <= 'b0;
    end
    else begin					     
	  ar <= a;
	  br <= ar;
	  cr <= br;
	  dr <= cr;
	  s  <= sum; 
	end
endmodule
```
==> metrics.cfg <==
[place]
place_hpwl_mm = 3.792
post_dp_cell_area_sq_um = 4033
portBuffers = 35
place_congestion = 0.8384
dpl.cell_count = 432

[synth]
ys_types = 46
synthCells = 313
ys_seq_frac = 0.4502
ys.flop_type = dfxtp_1
synthDominantCellAreaShare = 0.4502
edf_count = 0
avgSynthCellArea_sq_um = 11.65
ys.flops = 82
synth_warnings = 1
synthArstFlopShare = 0
yosys-top-cells-area = dfxtp_1 (45%), fa_1 (18%), nor2b_1 (12%)
largest_area_cell = dfxtp_1
yosys_cells = 313
ys_area_sq_um = 3646
netlist_area_sq_um = 3646

[finish]
fin_cells = 448
syn_to_final_growth_pct = 16.58
finalInstanceArea_sq_um = 4250
drive_above_1_share = 0.08523
fin_util = 0.6154
fill_cells = 565

[critical_path]
cp_max_fo = 4
crit_type = reg2reg
worstSetupEndpointType = flip-flop
rrSetupSlack_ps = 2340
worstPathRequired_ps = 5740
arrival_ps = 3400
critPathLaunchType = flip-flop

[clock_tree]
cts_setup_buffers = 0
clk_pin_slew_ps = 80
htreeDepth = 3
cts_buffer_depth = 2
cts_buffers = 9
cts_tree = yes
ctsResizeCount = 0
clock_latency_ps = 350
clockRootBuffer = clkbuf_8
cts_hold_buf = 0
clock_sinks = 82

[floorplan]
die_area_sq_um = 7638
die_w_um = 87.40
core_area_sq_um = 6907
rows = 30
io_pins = 36
die_y_um = 87.40
fp_util = 0.5279

[global_route]
grt_use_met3 = 0.04135
grt_util_all_layers = 0.1683
grt_pass1_vias = 2167
grt_max_degree = 47
antenna_found_initial = 0
overflow = 0
globalRouteMet2Util = 0.2457
grt_pass1_wl_mm = 9.646
grt_util_met1 = 0.2788
grt_busiest_layer = met1

[final_timing]
slew_violations = 0
hold_violations = 0
fin_worst_skew_ps = 7.995
period_used_share = 0.5750
max_slew_margin = 0.5188
setup_viol = 0
rsz0062_at_grt = no
timing.fmax_mhz = 316.2
tightest_slew_ps = 721.8
period_needed_ps = 3163
setup-tns-final_ps = 0

[pwr]
p_leak_nw = 1.828
p_per_area_nw_per_um2 = 302.4
vdd_drop_max_v = 0.0001338

[route]
routed_wl_mm = 5.314
antenna_left = 0
viasPerCell = 4.790
firstDrtPassIters = 4
antennaDiodeCount = 0
drtIter0Drc = 63
post-route-drc-count = 0
vias = 2146
wl_per_cell_um = 11.86

[outcome]
status = complete, no violations

[flow_run]
maxCapViolations = 0
warnings = 26

[hold_path]
min_path_type = reg2reg

-- kinds of logic (layout without fill, tap and decap cells) --
kind of cell	after synthesis	after routing	synth area share
flops	82	82	0.4502
buf+inv	20	59	0.03089
simple gates	107	107	0.1712
compound gates	45	45	0.08716
xor+xnor	6	6	0.01441
mux	4	4	0.01201
fa+ha+maj	49	49	0.2340
-- cell usage after synthesis, types with 2 or more instances --
library cell,number
xnor2_1,2
o211ai_1,2
a21o_1,6
nor3_1,7
o21a_1,3
nor2b_1,70
mux2_2,3
a211oi_1,2
ha_1,17
fa_1,32
inv_1,7
nand3_1,5
nor2_1,10
buf_6,2
dfxtp_1,82
clkbuf_1,7
a21oi_1,13
nand4_1,2
xor2_1,4
nand2_1,5
a31o_2,2
o21ai_0,5
and3_1,2
-- area by class of cell --
cell class	count	area [sq um]	area share
multi-input cells	211	1892	0.4451
flip-flops and latches	82	1642	0.3862
repair buffers	36	352.8	0.08301
clock buffers	10	127.6	0.03003
well taps	96	120.1	0.02826
clock inverters	6	90.09	0.02120
inverters	7	26.28	0.006182
-- stage by stage --
step | hold slack [ps] | worst slack, ps | total power [mW]
2_1_floorplan | 458.3 | 2530 | 0.7692
3_3_place_gp | 461.5 | 2406 | 0.8294
3_5_place_dp | 466.4 | 2343 | 0.8305
4_1_cts | 479.3 | 2337 | 1.310
5_1_grt | 491.2 | 2154 | 1.359
6_report | 476.9 | 2337 | 1.285
-- flip-flops by register name, summed over array words and instances, names as in the netlist --
register	cells
ar	16
br	16
cr	16
dr	16
s	18
-- critical path, cell delays in order (launching register included) --
cell and delay [ps]:
dfxtp_1 330, fa_1 550, fa_1 420, ha_1 240, fa_1 430, a21oi_1 200, o211a_1 220, nor2_1 80
a21oi_1 240, mux2_2 350
-- cells in the final DEF, fill, tap and decap left out, types with 2 or more instances in the layout --
| master | count |
|---|---|
| a211oi_1 | 2 |
| a21o_1 | 6 |
| a21oi_1 | 13 |
| a31o_2 | 2 |
| and3_1 | 2 |
| bufinv_16 | 2 |
| clkbuf_8 | 9 |
| clkdlybuf4s50_1 | 34 |
| dfxtp_1 | 82 |
| fa_1 | 32 |
| ha_1 | 17 |
| inv_1 | 7 |
| mux2_2 | 3 |
| nand2_1 | 5 |
| nand3_1 | 5 |
| nand4_1 | 2 |
| nor2_1 | 10 |
| nor2b_1 | 70 |
| nor3_1 | 7 |
| o211ai_1 | 2 |
| o21a_1 | 3 |
| o21ai_0 | 5 |
| xnor2_1 | 2 |
| xor2_1 | 4 |
-- worst paths after layout --
path / from / end / cells past startpoint
max reg2reg: ar[1] / s[13] / 9
max: ar[1] / s[13] / 9
min reg2reg: cr[1] / dr[1] / 1
min: cr[1] / dr[1] / 1
-- routing by layer --
layer | vias to the layer above | wire length, um | share of wire
li1 | 1108 | - | -
met1 | 994 | 2842 | 0.53
met2 | 34 | 2188 | 0.41
met3 | 10 | 200 | 0.038
met4 | 0 | 82 | 0.015
met5 | - | 0 | 0
-- where the power goes --
part / internal [mW] / total [mW] / switching, mW
clock network: 0.257 / 0.470 / 0.212
registers: 0.624 / 0.639 / 0.0147
logic: 0.0938 / 0.177 / 0.0831
total: 0.975 / 1.29 / 0.310
No activity file was given, so power comes from the tool's default toggle rates.
