[flow/run.sh]
#!/bin/bash
# OpenROAD 26Q1-2900-gdf79404cd8, Yosys 0.63+post, stock flow scripts
make -C /OpenROAD-flow-scripts/flow DESIGN_CONFIG=/design/flow/config.mk WORK_HOME=/design/flow/orfs finish
[flow/config.mk]
export PLATFORM = sky130hd
export DESIGN_NAME = fir4csa
export DESIGN_NICKNAME = fir4csa
export VERILOG_FILES = /design/flow/design.v
export SDC_FILE = /design/flow/constraint.sdc
export NUM_CORES = 4
export LEC_CHECK = 1
export CORE_UTILIZATION = 30
[flow/design.v]
module fir4csa #(
    parameter w = 16
) (
    input                clk,
    reset,
    input        [w-1:0] a,     
    output logic [w+1:0] s
);   
  logic signed [w-1:0] ar, br, cr, dr;
  logic [w-1:0] csa4_s;   
  logic [w : 0] csa4_c;
  logic [w : 0] csa5_s;   
  logic [w+1:0] csa5_c;
  logic [w+1:0] sum;   
  logic [w+1:0] p;
  logic [w+1:0] g;
  logic [w+1:0] c;
  always_comb begin
    csa4_c[0] = 0;   
    csa5_c[0] = 0;
    for (int i = 0; i < w; i++) {csa4_c[i+1], csa4_s[i]} = ar[i] + br[i] + cr[i];
    for (int i = 0; i < w + 1; i++) {csa5_c[i+1], csa5_s[i]} = csa4_c[i] + csa4_s[i] + dr[i];
    for (int i = 0; i < w; i++) begin
      p[i]   = csa5_s[i] ^ csa5_c[i];
      g[i]   = csa5_s[i] & csa5_c[i];
      c[0]   = g[0] | (p[0] & csa5_c[0]);
      c[i+1] = g[i] | (p[i] & c[i]);
      sum[0] = p[0] ^ csa5_c[0];
      sum[i] = p[i] ^ c[i];
    end
  end
  always_ff @(posedge clk)   
    if (reset) begin   
      ar <= 'b0;
      br <= 'b0;
      cr <= 'b0;
      dr <= 'b0;
      s  <= 'b0;
    end else begin   
      ar <= a;
      br <= ar;
      cr <= br;
      dr <= cr;
      s  <= sum;
    end
endmodule
[flow/constraint.sdc]
current_design fir4csa

set clk_period 6.6
set clk_io_pct 0.2

create_clock -name clk0 -period $clk_period [get_ports {clk}]

set non_clock_inputs [all_inputs -no_clocks]
set_input_delay [expr $clk_period * $clk_io_pct] -clock clk0 $non_clock_inputs
set_output_delay [expr $clk_period * $clk_io_pct] -clock clk0 [all_outputs]
==> flow_summary.ini <==
; flow metrics
[logic_synthesis]
yosysUniqueCellTypes = 12
yosys_warnings = 5
yosys.area.top_type_share = 0.519
area_leaders = dfxtp_1 (52%), fa_1 (27%), nor2b_1 (16%)
synth_stat.cells = 219
ys_chip_area_mm2 = 0.00309
synthesis.area_mm2 = 0.00309
avgSynthCellArea_um2 = 14.1
numSynthFlops = 80
synth_cells = 219
ys_seq_share = 0.519
yosys.area.top_type = dfxtp_1

[cts]
htreeDepth = 3
clk_latency_ps = 340
holdBufCountCts = 0
clock_sinks = 80
cts_setup_buffers = 0
path_clk_slew_ps = 80
cts_root_buf = clkbuf_8
cts_tree = built
cts_buffers = 9
ctsLongestPathBuffers = 2

[worst_setup_path]
cp-startpoint = ar[1]
ff2ff_path_depth = 19
end_kind = register
cp_max_fo = 2
cp.arrival_ps = 6740
rrSetupSlack_ps = 60
path_class = reg2reg
required_ps = 6800
setup.worst_path.start_class = register
r2r_start = ar[1]
reg2reg_to = s[15]

[global_route]
met2_usage = 0.115
track_usage = 0.0870
first_global_vias = 1461
grtUsageMet3 = 0.0383
gr-total-overflow = 0
antenna_found_initial = 0
grt_pass1_wl_mm = 6.78
use_met1 = 0.141
busiest_layer = met1
grt_max_degree = 81

[job]
tool_warnings = 26
drv_cap = 0

[final_layout]
lay_top_count = dfxtp_1
final_cell_area_mm2 = 0.00380
drive_gt1_frac = 0.135
instances_no_fill = 393
lay_top_cells = dfxtp_1 (79), nor2b_1 (78), clkdlybuf4s50_1 (32), fa_1 (29), fa_2 (13)
area_delta_synth_final_pct = 23.1

[timing]
setup_ws_ps = 56.2
max-slew-margin-rel = 0.482
timing.final.crit_share = 0.991
maxSlewViolCount = 0
timing.fmax_ghz = 0.153
setup_viol = 0
worstMarginPinSlew_ps = 777
finClkSkew_ps = 10.4
rsz0062_at_grt = yes
hold_viol = 0
min_period_ps = 6540

[routing]
drc = 0
detail_route.iter0.violations = 16
wirelength_mm = 3.87
vias = 1464
wl_per_cell_um = 9.84
ant_nets = 0
viasPerCell = 3.73
diodes = 0
dr.pass1.iters = 2

[hold_path]
hold_end = dr[13]
worstHoldPathCells = 1
min_from = cr[13]
hold_path_class = reg2reg

[place]
dp_hpwl_mm = 2.68
portBuffers = 33
preCtsSetupSlack_ps = -69.2
dp.cells = 377
globalplace.congestion = 0.735
post_dp_cell_area_mm2 = 0.00357

[status]
status = finished clean

[floorplanning]
pin_count = 36
row_count = 36
dieArea_mm2 = 0.0107
fp.dieW_um = 103
core_area_mm2 = 0.00986
fp_util = 0.313
die_h_um = 103

[power]
power_density_mw_per_mm2 = 266
leakage_uw = 0.00154
power_uw = 1010
ir_drop_v = 0.000142
## per-layer routing
metal	part of all wire	up-vias
met5	0	-
met4	0.016	0
met3	0.081	5
met2	0.40	36
met1	0.50	695
li1	-	728
## worst max-delay path: stages, from the launching register on
cell     delay (ps)
dfxtp_2         330
fa_1            540
fa_1            420
ha_2            200
fa_2            330
fa_2            340
fa_2            340
fa_2            350
fa_2            350
fa_2            350
fa_2            350
fa_2            350
fa_2            340
fa_2            340
fa_2            340
fa_2            340
fa_2            340
xnor3_1         190
xnor3_1         200
nor2_1           40
## registers in the layout (all words and copies together), names as in the netlist
signal	count
ar	16
dr	16
s	16
br	16
cr	16
## worst max-delay path by stage
stage,cells after the start,to
after CTS,19,s[15]
after global routing,19,s[15]
final,19,s[15]
## synth_stat cells
| master | number |
|---|---|
| dfxtp_1 | 80 |
| conb_1 | 1 |
| clkbuf_1 | 8 |
| xnor2_2 | 1 |
| fa_1 | 42 |
| buf_4 | 2 |
| ha_1 | 2 |
| nor2_1 | 1 |
| xnor3_1 | 2 |
| xor2_1 | 1 |
| nor2b_1 | 78 |
| nor2b_2 | 1 |
## metrics by stage
step / util / setup TNS (ps) / hold slack (ps)
finish: 0.385 / 0 / 471
global route: 0.385 / -181 / 482
CTS: 0.385 / 0 / 475
detailed placement: 0.362 / -69.2 / 470
global placement: 0.362 / -15.9 / 462
floorplan: - / 0 / 458
## repair_timing
action,in CTS,in global routing
gates resized,4,0
hold endpoints to repair,0,0
setup endpoints to repair,1,1
## cells by family (layout without fill, tap and decap cells)
kind of cell | after synthesis | in the layout | share of synthesized area
xor gates and xnor gates | 4 | 4 | 0.0227
adders and majority gates | 44 | 44 | 0.281
buffers and inverters | 10 | 50 | 0.0146
DFF | 80 | 80 | 0.519
other | 1 | 2 | 0.00121
and+or+nand+nor | 80 | 80 | 0.162
## layout make-up
| type | count | area [µm²] |
|---|---|---|
| Tap cell | 133 | 166 |
| Timing Repair Buffer | 34 | 333 |
| Clock buffer | 10 | 138 |
| Multi-Input combinational cell | 130 | 1480 |
| Clock inverter | 6 | 82.6 |
| Fill cell | 920 | 6060 |
| Sequential cell | 80 | 1600 |
## report_power, final
part           switching (µW)  internal (µW)  total, µW
logic                    37.4           67.3        105
clock network             164            221        385
registers                12.3            508        520
total                     213            797       1010
